$ cat /design/flow/config.mk
export PLATFORM = sky130hd
export DESIGN_NAME = DataMemory
export DESIGN_NICKNAME = DataMemory
export VERILOG_FILES = /design/flow/design.v
export SDC_FILE = /design/flow/constraint.sdc
export NUM_CORES = 4
export LEC_CHECK = 1
export CORE_UTILIZATION = 50
export SYNTH_HDL_FRONTEND = slang
$ cat /design/flow/constraint.sdc
current_design DataMemory

set clk_period 11.1
set clk_io_pct 0.2

create_clock -name clk0 -period $clk_period [get_ports {clk}]

set non_clock_inputs [all_inputs -no_clocks]
set_input_delay [expr $clk_period * $clk_io_pct] -clock clk0 $non_clock_inputs
set_output_delay [expr $clk_period * $clk_io_pct] -clock clk0 [all_outputs]
$ cat /design/flow/design.v
module DataMemory (
    input clk,
    input reset,  
    input [63:0] address,
    input [63:0] writeData,
    input MemWrite,
    input MemRead,  
    output reg [63:0] readData
);
    reg [63:0] memory [0:31];
    integer i;
    always @(posedge clk or posedge reset) begin
        if (reset) begin
            for (i = 0; i < 32; i = i + 1) begin
                memory[i] <= i;  
            end
        end else if (MemWrite) begin
            memory[address[8:3]] <= writeData;  
        end
    end
    always @(*) begin
        if (MemRead) begin
            readData = memory[address[8:3]];  
        end else begin
            readData = 64'b0;  
        end
    end
endmodule
$ cat /design/flow/run.sh
#!/bin/bash
# OpenROAD 26Q1-2900-gdf79404cd8, Yosys 0.63+post, stock flow scripts
make -C /OpenROAD-flow-scripts/flow DESIGN_CONFIG=/design/flow/config.mk WORK_HOME=/design/flow/orfs finish
==> flow_metrics.py <==
# Physical implementation metrics
metrics = {
    "status": {
        "status": "completed",
    },
    "critical_path": {
        "path_common_cell": "buf_4",
        "crit_type": "in -> out",
        "cp_slowest_cell": "nor4_1",
        "cpPeakStageDelay_ps": 760,
        "critPathArrivalTime_ps": 6080,
        "critPathBufInv": 5,
        "endpoint_kind": "output pin",
        "crit_path_start_kind": "input port",
        "cp_max_fo": 28,
        "crit_required_ps": 8880,
        "path_cells": "clkdlybuf4s50_1 -> buf_4 -> nand4b_1 -> buf_4 -> buf_4 -> o22ai_1 -> nor4_1 -> a21boi_1 -> clkdlybuf4s50_1",
        "cp_top_family": "buffers and inverters",
    },
    "synthesis": {
        "netlist.area_leader.share": 0.532,
        "avgSynthCellArea_um2": 14.2,
        "synth-seq-area-share": 0.555,
        "area_leaders": "dfrtp_1 (53%), mux2_2 (24%), mux2i_1 (11%)",
        "netlist_area_um2": 92500,
        "synth-seq-cells": 2048,
        "yosysUniqueCellTypes": 33,
        "synth.most_common_cell": "mux2_2",
        "netlist_instances": 6520,
        "ys_cells": 6520,
        "synthTopCellsByCount": "mux2_2 (1,981), dfrtp_1 (1,968), mux2i_1 (1,024), o22ai_1 (512), clkbuf_1 (342)",
        "edf_count": 0,
        "yosysWarnings": 0,
        "yosys_area_um2": 92500,
        "async_reset_ff_frac": 1.00,
        "yosys.area.top_type": "dfrtp_1",
        "ff_type": "dfrtp_1",
    },
    "global_routing": {
        "grt.total_usage": 0.298,
        "grt_first_pass_wirelength_mm": 388,
        "overflow": 0,
        "antenna_found_initial": 6,
        "grt_pass1_vias": 57700,
        "grt_start_max_net_pins": 123,
    },
    "final_timing": {
        "fin_setup_tns_ps": 0,
        "slew_headroom": 0.320,
        "finalCritPeriodShare": 0.747,
        "period_needed_ps": 8300,
        "setup_viol": 0,
        "timing.hold.ws_ps": 482,
        "clock.fmax_mhz": 121,
        "drv_slew": 0,
        "hold_viol_final": 0,
        "clock_skew_ps": 0,
        "worst_pin_slew_ps": 1010,
        "rsz0062_at_grt": "false",
    },
    "drt": {
        "drt_wl_total_mm": 259,
        "via_count": 55700,
        "drtIter0Drc": 3295,
        "drtPass1Iterations": 5,
        "avgViaCountPerCell": 6.11,
        "ant_nets": 0,
        "wl_per_cell_um": 28.4,
        "drc": 0,
    },
    "pwr": {
        "pwr-share-comb": 0.114,
        "pwr-share-seq": 0.491,
        "switching_share": 0.239,
        "p_int_mw": 13.8,
        "powerDensity_nw_per_um2": 175,
        "vdd_drop_max_v": 0.000132,
        "power.leakage_nw": 49.5,
        "p_clk_frac": 0.395,
        "switchingPower_mw": 4.34,
    },
    "cells_and_area": {
        "drive_gt1_frac": 0.402,
        "fill_cells": 14500,
        "regMostFlops": "memory",
        "logic_area_um2": 38600,
        "reg_top3": "memory (2048)",
        "regArea_um2": 51300,
        "areaGrowthSynthToFinish_pct": 12.0,
        "largest_register_ff_count": 2048,
    },
    "clock_network": {
        "h-tree-depth": 4,
        "cts.path.max_buffers": 3,
        "numCtsBuffers": 217,
        "post-cts-setup-buffer-count": 0,
        "numClockSinks": 2048,
        "clockRootBuffer": "clkbuf_16",
        "hold_buffers": 0,
        "clock_latency_ps": 840,
        "cts-resized-gates": 0,
        "cts_tree": "done",
        "clkTransAtPathRegs_ps": 60,
    },
    "floorplan": {
        "die.size.y_um": 432,
        "core_area_um2": 183000,
        "chip_area_um2": 187000,
        "die_width_um": 432,
        "initCoreUtil": 0.504,
        "ios": 196,
        "row_count": 157,
    },
    "min_path": {
        "worstHoldPathType": "reg -> reg",
    },
    "placement": {
        "gp_congestion": 0.792,
        "dp_hpwl_mm": 138,
        "numPortBuffers": 137,
    },
    "run": {
        "max_cap_violations": 0,
        "openroad.warnings": 121,
    },
}
## cell type report
type / count / area share
multi-input combinational: 3842 / 0.373
tap: 2464 / 0.0297
inverter: 2 / 0.000109
clock inverter: 41 / 0.00348
antenna: 2 / 0.0000483
clock buffer: 353 / 0.0654
timing repair buffer: 362 / 0.0332
sequential: 2048 / 0.495
## metrics by stage
stage | setup WS, ps | utilization | instance area, um^2 | instances | power (mW)
finish | 2800 | 0.565 | 104000 | 9114 | 18.2
global placement | 2900 | 0.526 | 96500 | 8718 | 11.0
global route | 2810 | 0.565 | 104000 | 9113 | 19.0
floorplan | -19490 | - | 92500 | 6520 | 10.6
detailed placement | 2940 | 0.526 | 96500 | 8718 | 11.1
CTS | 2900 | 0.565 | 104000 | 9112 | 18.4
## power by group through the flow
| stage | clock network, mW | logic, mW | registers [mW] |
|---|---|---|---|
| 4_1_cts | 7.34 | 2.10 | 8.92 |
| 5_1_grt | 7.62 | 2.28 | 9.05 |
| 6_report | 7.18 | 2.08 | 8.92 |
## layout by cell type (no fill, tap or decap), types with 2 or more instances in the layout
master | synthesis | final
nand3b_1 | 2 | 2
nand3_4 | 0 | 4
clkbuf_8 | 0 | 69
nor4_1 | 128 | 128
nand4b_1 | 4 | 4
o22ai_1 | 512 | 512
clkbuf_16 | 0 | 224
nand2_4 | 0 | 12
inv_6 | 0 | 5
nor2_4 | 4 | 12
diode_2 | 0 | 2
bufinv_16 | 0 | 4
buf_12 | 0 | 30
nor2_1 | 3 | 3
or4b_4 | 0 | 4
nand4bb_4 | 0 | 6
dfstp_2 | 80 | 80
clkbuf_1 | 342 | 60
clkdlybuf4s50_1 | 0 | 134
buf_4 | 16 | 196
nor3_4 | 4 | 4
mux2_1 | 67 | 67
and2_0 | 2 | 2
a21boi_1 | 64 | 64
dfrtp_1 | 1968 | 1968
clkinvlp_4 | 0 | 2
clkinv_2 | 0 | 28
mux2_2 | 1981 | 1981
clkinv_8 | 0 | 3
nand2_1 | 14 | 2
nor3b_2 | 3 | 3
mux2i_1 | 1024 | 1024
## layer usage
metal / vias up / share of wire / global-route usage
met4: 6 / 0.020 / 0.0508
met1: 30000 / 0.44 / 0.466
met5: - / 0.00017 / 0
met2: 1258 / 0.47 / 0.452
li1: 24100 / - / -
met3: 363 / 0.063 / 0.0736
## kinds of logic (layout without fill, tap and decap cells)
logic type | after synthesis | in the layout | share of synthesized area
multiplexers | 3072 | 3072 | 0.360
flip-flops | 2048 | 2048 | 0.555
buffers and inverters | 630 | 758 | 0.0308
AND-OR/OR-AND | 576 | 576 | 0.0398
AND/OR/NAND/NOR | 194 | 194 | 0.0143
other | 0 | 2 | 0
## final timing paths
check                                               end                     from  cells after the start  slack, ps
worst max-delay path                       readData[60]               address[6]                      9       2800
worst min-delay path            memory[348]$_DFFE_PP0P_  memory[348]$_DFFE_PP0P_                      1        480
worst max register to register  memory[383]$_DFFE_PP0P_  memory[383]$_DFFE_PP0P_                      1      10320
worst min register to register  memory[348]$_DFFE_PP0P_  memory[348]$_DFFE_PP0P_                      1        480
max in group asynchronous       memory[746]$_DFFE_PP0P_                    reset                      6       6430
min in group asynchronous       memory[543]$_DFFE_PP0P_                    reset                      2       1870
Power figures rest on the tool's default switching activity, not on a simulated workload.
