### design/flow/run.sh
#!/bin/bash
# OpenROAD 26Q1-2900-gdf79404cd8, Yosys 0.63+post, stock flow scripts
make -C /OpenROAD-flow-scripts/flow DESIGN_CONFIG=/design/flow/config.mk WORK_HOME=/design/flow/orfs finish
### design/flow/design.v
module alu2 (
    input signed [63:0] rs1,
    input signed [63:0] rs2,
    input [3:0] ALUControl,  
    output reg signed [63:0] rd
);
    wire signed [63:0] add_result;
    wire signed [63:0] sub_result;
    wire signed [63:0] xor_result;
    wire signed [63:0] or_result;
    wire signed [63:0] and_result;
    wire signed [63:0] sll_result;
    wire signed [63:0] srl_result;
    wire signed [63:0] sra_result;
    wire slt_result;
    wire sltu_result;
    wire add_cout, sub_cout;
    cla adder (
        .A(rs1),
        .B(rs2),
        .Cin(1'b0),
        .Sum(add_result),
        .Cout(add_cout)
    );
    cla_subtractor subtractor (
        .A(rs1),
        .B(rs2),
        .Sub(sub_result),
        .Cout(sub_cout)
    );
    XOR xor_op (
        .A(rs1),
        .B(rs2),
        .XOR(xor_result)
    );
    OR or_op (
        .A(rs1),
        .B(rs2),
        .OR(or_result)
    );
    AND and_op (
        .A(rs1),
        .B(rs2),
        .AND(and_result)
    );
    sll shift_left (
        .a(rs1),
        .b(rs2),
        .y(sll_result)
    );
    srl shift_right_logical (
        .a(rs1),
        .b(rs2),
        .y(srl_result)
    );
    sra shift_right_arithmetic (
        .a(rs1),
        .b(rs2),
        .y(sra_result)
    );
    SLT set_less_than (
        .A(rs1),
        .B(rs2),
        .result(slt_result)
    );
    SLTU set_less_than_unsigned (
        .A(rs1),
        .B(rs2),
        .result(sltu_result)
    );
    always @(*) begin
        case (ALUControl)
            4'b0010: rd = add_result;   
            4'b0110: rd = sub_result;   
            4'b0100: rd = sll_result;   
            4'b1000: rd = {63'b0, slt_result};   
            4'b1001: rd = {63'b0, sltu_result};  
            4'b0011: rd = xor_result;   
            4'b0101: rd = srl_result;   
            4'b0111: rd = sra_result;   
            4'b0001: rd = or_result;    
            4'b0000: rd = and_result;   
            default: rd = 64'b0;
        endcase
    end
endmodule
module cla (
    input  signed [63:0] A, B,
    input                Cin,
    output signed [63:0] Sum,
    output               Cout
);
    wire [63:0] P, G;   
    wire [64:0] C;      
    assign C[0] = Cin;
    genvar i;
    generate
        for (i = 0; i < 64; i = i + 1) begin : GP_GEN
            xor (P[i], A[i], B[i]); 
            and (G[i], A[i], B[i]);
        end
    endgenerate
    generate
        for (i = 0; i < 64; i = i + 1) begin : CARRY_GEN
            wire temp;
            and (temp, P[i], C[i]);
            or  (C[i+1], G[i], temp);
        end
    endgenerate
    generate
        for (i = 0; i < 64; i = i + 1) begin : SUM_GEN
            xor (Sum[i], P[i], C[i]);
        end
    endgenerate
    assign Cout = C[64]; 
endmodule
module AND (
    input signed [63:0] A,
    input signed [63:0] B,
    output signed [63:0] AND
);
genvar i;
generate
    for (i = 0; i < 64; i = i + 1) begin
        and gate(AND[i], A[i], B[i]);
    end
endgenerate
endmodule
module OR (
    input signed [63:0] A,
    input signed [63:0] B,
    output signed [63:0] OR
);
genvar i;
generate
    for (i = 0; i < 64; i = i + 1) begin
        or gate(OR[i], A[i], B[i]);
    end
endgenerate
endmodule
module XOR (
    input signed [63:0] A,
    input signed [63:0] B,
    output signed [63:0] XOR
);
genvar i;
generate
    for (i = 0; i < 64; i = i + 1) begin
        xor gate(XOR[i], A[i], B[i]);
    end
endgenerate
endmodule
module cla_subtractor (
    input  signed [63:0] A, B,
    output signed [63:0] Sub,
    output               Cout
);
    wire signed [63:0] B_complement;
    wire signed [63:0] TwoComp_B;
    wire signed [63:0] Sum;
    wire               CarryOut;
    genvar i;
    generate
        for (i = 0; i < 64; i = i + 1) begin : NOT_GEN
            not (B_complement[i], B[i]);
        end
    endgenerate
    cla adder_1 (
        .A(B_complement),
        .B(64'b0), 
        .Cin(1'b1), 
        .Sum(TwoComp_B),
        .Cout()  
    );
    cla adder_2 (
        .A(A),
        .B(TwoComp_B),
        .Cin(1'b0), 
        .Sum(Sum),
        .Cout(CarryOut)
    );
    assign Sub = Sum;
    assign Cout = CarryOut;
endmodule
module sll (
    input  wire [63:0] a,       
    input  wire [63:0] b,       
    output wire [63:0] y        
);
    wire [63:0] s0, s1, s2, s3, s4, s5;
    wire [5:0] shift_amount = b[5:0];
    assign s0 = shift_amount[0] ? {a[62:0], 1'b0} : a;
    assign s1 = shift_amount[1] ? {s0[61:0], 2'b00} : s0;
    assign s2 = shift_amount[2] ? {s1[59:0], 4'b0000} : s1;
    assign s3 = shift_amount[3] ? {s2[55:0], 8'b00000000} : s2;
    assign s4 = shift_amount[4] ? {s3[47:0], 16'b0000000000000000} : s3;
    assign s5 = shift_amount[5] ? {s4[31:0], 32'b00000000000000000000000000000000} : s4;
    assign y = s5;
endmodule
module SLT (
    input signed [63:0] A,
    input signed [63:0] B,
    output wire result
);
    wire signed [63:0] diff;
    wire Cout;
    cla_subtractor sub(
        .A(A),
        .B(B),
        .Sub(diff),
        .Cout()  
    );
    wire sign_diff, both_pos, both_neg;
    wire result_case1, result_case2, result_case3;
    xor g1(sign_diff, A[63], B[63]);
    and g2(both_pos, ~A[63], ~B[63]);
    and g3(both_neg, A[63], B[63]);
    and g4(result_case1, sign_diff, A[63]);
    and g5(result_case2, ~sign_diff, diff[63]);
    and g6(result_case3, both_neg, ~diff[63]);
    or g7(result, result_case1, result_case2, result_case3);
endmodule
module magnitude_comparator_gates (
  input A,
  input B,
  output C,  
  output D,  
  output E   
);
  wire A_not;
  wire B_not;
  wire A_and_B_not;
  wire A_not_and_B;
  not g1 (A_not, A);      
  not g2 (B_not, B);      
  and g3 (A_and_B_not, A, B_not);  
  and g4 (A_not_and_B, A_not, B);  
  xor g5 (D, A, B);  
  not g6 (D_not, D);  
  assign C = A_not_and_B;  
  assign E = A_and_B_not;  
  assign D = D_not;       
endmodule
module SLTU (
    input signed [63:0] A,
    input signed [63:0] B,
    output wire result
);
    integer i;
    reg found;
    reg result_reg;
    wire [63:0] C, D, E;  
    wire [63:0] A_unsigned = $unsigned(A);
    wire [63:0] B_unsigned = $unsigned(B);
    genvar j;
    generate
        for (j = 0; j < 64; j = j + 1) begin : comp_gen
            magnitude_comparator_gates comp (
                .A(A_unsigned[j]),
                .B(B_unsigned[j]),
                .C(C[j]),
                .D(D[j]),
                .E(E[j])
            );
        end
    endgenerate
    always @(*) begin
        found = 0;
        result_reg = 0;
        for (i = 63; i >= 0; i = i - 1) begin
            if (!found) begin
                if (C[i]) begin   
                    result_reg = 1;  
                    found = 1;  
                end else if (E[i]) begin   
                    result_reg = 0;  
                    found = 1;  
                end
            end
        end
    end
    assign result = result_reg;
endmodule
module sra (
    input  signed [63:0] a,       
    input  wire [63:0] b,         
    output signed [63:0] y        
);
    wire signed [63:0] s0, s1, s2, s3, s4, s5;
    wire [5:0] shift_amount = b[5:0];
    wire signed [63:0] sign_ext = {64{a[63]}};
    assign s0 = shift_amount[0] ? {sign_ext[63], a[63:1]} : a;
    assign s1 = shift_amount[1] ? {sign_ext[63:62], s0[63:2]} : s0;
    assign s2 = shift_amount[2] ? {sign_ext[63:60], s1[63:4]} : s1;
    assign s3 = shift_amount[3] ? {sign_ext[63:56], s2[63:8]} : s2;
    assign s4 = shift_amount[4] ? {sign_ext[63:48], s3[63:16]} : s3;
    assign s5 = shift_amount[5] ? {sign_ext[63:32], s4[63:32]} : s4;
    assign y = s5;
endmodule
module srl (
    input  signed [63:0] a,       
    input  wire [63:0] b,         
    output signed [63:0] y        
);
    wire signed [63:0] s0, s1, s2, s3, s4, s5;
    wire [5:0] shift_amount = b[5:0];
    assign s0 = shift_amount[0] ? {1'b0, a[63:1]} : a;
    assign s1 = shift_amount[1] ? {2'b00, s0[63:2]} : s0;
    assign s2 = shift_amount[2] ? {4'b0000, s1[63:4]} : s1;
    assign s3 = shift_amount[3] ? {8'b00000000, s2[63:8]} : s2;
    assign s4 = shift_amount[4] ? {16'b0000000000000000, s3[63:16]} : s3;
    assign s5 = shift_amount[5] ? {32'b00000000000000000000000000000000, s4[63:32]} : s4;
    assign y = s5;
endmodule
module ExecuteStage (
    input clk,                 
    input reset,               
    input [63:0] PC,           
    input [63:0] imm,          
    input [63:0] readData1,    
    input [63:0] readData2,    
    input [2:0] funct3,         
    input [6:0] funct7,          
    input [1:0] ALUOp,         
    input ALUSrc,              
    input Branch,              
    output wire [63:0] ALUResult,  
    output wire Zero,       
    output wire [63:0] ALUInput2,  
    input [3:0] ALUControl,    
    output wire [63:0] immShifted,
    output wire [63:0] PCPlusImmShifted,
    output wire BranchTaken
);
    wire [63:0] PCPlus4;
    assign ALUInput2 = ALUSrc ? imm : readData2;
    alu2 mainALU (
        .rs1(readData1),
        .rs2(ALUInput2),
        .ALUControl(ALUControl),
        .rd(ALUResult)
    );
    alu2 shiftALU (
        .rs1(imm),
        .rs2(64'd1),  
        .ALUControl(4'b0100),  
        .rd(immShifted)
    );
    alu2 addALU (
        .rs1(PC),
        .rs2(immShifted),
        .ALUControl(4'b0010),  
        .rd(PCPlusImmShifted)
    );
    assign Zero = (ALUResult == 64'b0);
    assign BranchTaken = Branch & Zero;
endmodule
module ALUControlUnit (
    input [2:0] funct3,
    input [6:0] funct7,
    input [1:0] ALUOp,
    output reg [3:0] ALUControl
);
    always @(*) begin
        case (ALUOp)
            2'b00: ALUControl = 4'b0010;  
            2'b01: ALUControl = 4'b0110;  
            2'b10: begin
                case ({funct7, funct3})
                    10'b0000000_000: ALUControl = 4'b0010;  
                    10'b0100000_000: ALUControl = 4'b0110;  
                    10'b0000000_111: ALUControl = 4'b0000;  
                    10'b0000000_110: ALUControl = 4'b0001;  
                    10'b0000000_100: ALUControl = 4'b0011;  
                    10'b0000000_001: ALUControl = 4'b0100;  
                    10'b0000000_101: ALUControl = 4'b0101;  
                    10'b0100000_101: ALUControl = 4'b0111;  
                    default: ALUControl = 4'b00;  
                endcase
            end
            default: ALUControl = 4'b0000;  
        endcase
    end
endmodule
### design/flow/constraint.sdc
current_design ExecuteStage

set clk_period 52.7
set clk_io_pct 0.2

create_clock -name clk0 -period $clk_period

set non_clock_inputs [all_inputs -no_clocks]
set_input_delay [expr $clk_period * $clk_io_pct] -clock clk0 $non_clock_inputs
set_output_delay [expr $clk_period * $clk_io_pct] -clock clk0 [all_outputs]
### design/flow/config.mk
export PLATFORM = sky130hd
export DESIGN_NAME = ExecuteStage
export DESIGN_NICKNAME = ExecuteStage
export VERILOG_FILES = /design/flow/design.v
export SDC_FILE = /design/flow/constraint.sdc
export NUM_CORES = 4
export LEC_CHECK = 1
export CORE_AREA = 10 10 331 331
export DIE_AREA = 0 0 341 341
export SYNTH_HDL_FRONTEND = slang
==> impl_summary.log <==
[flow] collecting metrics
INFO  metric finalWirelength = between 100000 and 150000 µm
INFO  metric chipArea = 116000 µm²
INFO  metric slew_viol_final = 0
INFO  metric crit_type = input port to primary output
INFO  metric grt.total_usage = 25.4%
INFO  metric pin_count_of_the_biggest_net_entering_global_routing = between 60 and 70
INFO  metric register_area = 0 µm²
INFO  metric crit_path_max_fanout = 27
INFO  metric p_leak = 12.5 nW
INFO  metric drt_pre_antenna_iters = 6
INFO  metric slowest_stage = sky130_fd_sc_hd__clkdlybuf4s50_1
INFO  metric areaGrowthSynthToFinish = 27.5%
INFO  metric layout_min_cycle_time = slightly above 50 ns
INFO  metric initial_utilization = 23.2%
INFO  metric crit_required = 42.16 ns
INFO  metric post_layout_nonfiller_instances = 4491
INFO  metric ports = 534
INFO  metric crit_arrival = 40.26 ns
INFO  metric min_delay_worst_endpoint = PCPlusImmShifted[0]
INFO  metric wire_per_inst = 33.2 µm
INFO  metric die_height = 341 µm
INFO  metric yosys.stat.seqShare = 0%
INFO  metric timing.critical_path.mode_cell = sky130_fd_sc_hd__fa_1
INFO  metric detailed_place_hpwl = roughly 120000 µm
INFO  metric yosysChipArea = between 20000 and 25000 µm²
INFO  metric yosys_cell_types = around 82
INFO  metric ir_drop = 5.88 µV
INFO  metric syn_area = 23700 µm²
INFO  metric hold_class = input port to primary output
INFO  metric fraction_of_final_layout_cells_sized_beyond_drive_strength_1 = 11.3%
INFO  metric num_vias = 25500
INFO  metric slowest_delay = 0.52 ns
INFO  metric placed_cells = 4487
INFO  metric initial_antenna_violation_count = 12
INFO  metric synthCells = about 2700
INFO  metric hold_path_depth = 0
INFO  metric drt.antenna.violating_nets = 0
INFO  metric first_iter_violations = 2278
INFO  metric globalplace.congestion = 1.09
INFO  metric cts_setup_buffers = 0
INFO  metric die_width = roughly 340 µm
INFO  metric post-route-drc-count = 0
INFO  metric grt_pass1_wl = 207000 µm
INFO  metric final_core_utilization = 29.6%
INFO  metric vias_per_cell = approximately 5.7
INFO  metric cts_hold_buffers = 0
INFO  metric pwr_density_cell = 13.3 nW/µm²
INFO  metric timing_worst_slew_pin_value = 1.07 ns
INFO  metric max_slew_margin = ~29%
INFO  metric crit_path_end_kind = primary output
INFO  metric max_freq = 0.0197 GHz
INFO  metric num_rows = 117
INFO  metric core_area = 102000 µm²
INFO  metric log.warning_count = 237
INFO  metric first_global_vias = 26100
INFO  metric num-clock-buffers = 0
INFO  metric finalSetupViolCount = 0
INFO  metric timing.final.crit_share = 96.4%
INFO  metric maxCapViolCount = 0
INFO  metric layout.sequential_cells = 0
INFO  metric postSynthAreaPerCell = 8.64 µm²
INFO  metric final-hold-violation-count = 0
INFO  metric global_route.overflow_total = 0
INFO  metric yosys_cells = 2744
INFO  metric setup_repair_after_global_routing_missed_its_margin = false
INFO  metric place.port_buffers = 517
INFO  metric critical_path.startpoint_type = input port
INFO  metric run_status = finished clean
INFO  metric timing.hold.worst.start = PC[0]
INFO  metric total_negative_setup_slack = 0 ns
INFO  metric nFillCells = 10800
INFO  metric synthesis.yosys.warnings = 0
INFO  metric cts_resized = 0
-- final cells by class --
cell class	instances	area, µm²	area share, %
multi-input combinational	2250	21400	70.8
timing repair buffer	675	6370	21.1
tap	1368	1710	5.66
inverter	194	734	2.43
antenna	4	10.0	0.0331
-- kinds of logic (layout without fill, tap and decap cells) --
kind of cell	count (synthesis)	in the layout	synth area share, %
compound gates	630	630	18.2
xor+xnor	7	7	0.259
fa+ha+maj	502	502	32.3
buf+inv	494	869	10.2
mux	400	400	25.1
other cells	1	5	0.0158
simple gates	710	710	14.1
-- layout by cell type (no fill, tap or decap), types with 50 or more instances in the layout --
| master | netlist | layout |
|---|---|---|
| sky130_fd_sc_hd__clkdlybuf4s50_1 | 0 | 514 |
| sky130_fd_sc_hd__ha_1 | 319 | 319 |
| sky130_fd_sc_hd__nand2_1 | 269 | 269 |
| sky130_fd_sc_hd__mux2i_1 | 238 | 234 |
| sky130_fd_sc_hd__inv_1 | 188 | 188 |
| sky130_fd_sc_hd__fa_1 | 183 | 183 |
| sky130_fd_sc_hd__buf_4 | 133 | 160 |
| sky130_fd_sc_hd__mux4_2 | 154 | 154 |
| sky130_fd_sc_hd__nor2_1 | 137 | 134 |
| sky130_fd_sc_hd__o21ai_0 | 113 | 113 |
| sky130_fd_sc_hd__a21oi_1 | 110 | 110 |
| sky130_fd_sc_hd__nand3_1 | 93 | 93 |
| sky130_fd_sc_hd__o22ai_1 | 58 | 58 |
| sky130_fd_sc_hd__a22oi_1 | 52 | 52 |
| sky130_fd_sc_hd__nor3_1 | 51 | 50 |
-- how the worst max path moves through the flow --
stage,start,to,slack (ns),cells after the start
4_1_cts,imm[1],BranchTaken,1.92,78
5_1_grt,imm[1],BranchTaken,1.11,78
6_report,ALUSrc,Zero,1.90,79
-- worst max-delay path, delay by kind of cell --
kind                     cells  cell delay [ns]
AND/OR/NAND/NOR              6             1.86
buffers and inverters        4             1.45
adder cells (fa/ha/maj)     63            25.06
XOR/XNOR                     3             0.63
multiplexers                 1             0.29
AND-OR/OR-AND                2             0.38
-- per-layer routing --
layer	routed length [µm]	GRT usage, %
met1	55500	30.7
met5	268	1.17
met3	19800	12.7
met2	65500	38.3
met4	8040	10.2
-- power breakdown --
part | switching [mW] | internal, mW | leakage, nW
Clock | 0 | 0.0000000137 | 0.0000251
Combinational | 0.236 | 0.167 | 12.5
Sequential | 0 | 0 | 0
Total | 0.236 | 0.167 | 12.5
-- metrics by stage --
step | hold WS, ns | power [mW] | cell area (µm²) | setup WS [ns]
2_1_floorplan | 21.15 | 0.193 | 23700 | 4.45
3_3_place_gp | 21.08 | 0.394 | 30200 | 1.99
3_5_place_dp | 21.08 | 0.394 | 30200 | 1.97
4_1_cts | 21.08 | 0.396 | 30200 | 1.92
5_1_grt | 21.08 | 0.428 | 30200 | 1.11
6_report | 21.08 | 0.403 | 30200 | 1.90
-- cell usage after synthesis, types with 51 or more instances --
cell	number	area share (%)
sky130_fd_sc_hd__ha_1	319	17
sky130_fd_sc_hd__nand2_1	269	4.3
sky130_fd_sc_hd__mux2i_1	238	10
sky130_fd_sc_hd__inv_1	188	3.0
sky130_fd_sc_hd__fa_1	183	15
sky130_fd_sc_hd__mux4_2	154	15
sky130_fd_sc_hd__nor2_1	137	2.2
sky130_fd_sc_hd__buf_4	133	4.2
sky130_fd_sc_hd__o21ai_0	113	2.4
sky130_fd_sc_hd__a21oi_1	110	2.3
sky130_fd_sc_hd__clkbuf_1	95	1.5
sky130_fd_sc_hd__nand3_1	93	2.0
sky130_fd_sc_hd__o22ai_1	58	1.5
sky130_fd_sc_hd__a22oi_1	52	1.6
sky130_fd_sc_hd__nor3_1	51	1.1
Power is estimated from default activity; no workload was simulated.
