### /design/flow/run.sh
#!/bin/bash
# OpenROAD 26Q1-2900-gdf79404cd8, Yosys 0.63+post, stock flow scripts
make -C /OpenROAD-flow-scripts/flow DESIGN_CONFIG=/design/flow/config.mk WORK_HOME=/design/flow/orfs finish
### /design/flow/instructions_test_1.hex
00843183
00883203
00000513
00000593
00000613
00000693
00000713
00443023
00000513
00000593
00000613
00000693
00000713
### /design/flow/config.mk
export PLATFORM = sky130hd
export DESIGN_NAME = InstructionFetch
export DESIGN_NICKNAME = InstructionFetch
export VERILOG_FILES = /design/flow/design.v
export SDC_FILE = /design/flow/constraint.sdc
export NUM_CORES = 4
export LEC_CHECK = 1
export CORE_UTILIZATION = 40
export SYNTH_HDL_FRONTEND = slang
### /design/flow/design.v
module alu2 (
    input signed [63:0] rs1,
    input signed [63:0] rs2,
    input [3:0] ALUControl,  
    output reg signed [63:0] rd
);
    wire signed [63:0] add_result;
    wire signed [63:0] sub_result;
    wire signed [63:0] xor_result;
    wire signed [63:0] or_result;
    wire signed [63:0] and_result;
    wire signed [63:0] sll_result;
    wire signed [63:0] srl_result;
    wire signed [63:0] sra_result;
    wire slt_result;
    wire sltu_result;
    wire add_cout, sub_cout;
    cla adder (
        .A(rs1),
        .B(rs2),
        .Cin(1'b0),
        .Sum(add_result),
        .Cout(add_cout)
    );
    cla_subtractor subtractor (
        .A(rs1),
        .B(rs2),
        .Sub(sub_result),
        .Cout(sub_cout)
    );
    XOR xor_op (
        .A(rs1),
        .B(rs2),
        .XOR(xor_result)
    );
    OR or_op (
        .A(rs1),
        .B(rs2),
        .OR(or_result)
    );
    AND and_op (
        .A(rs1),
        .B(rs2),
        .AND(and_result)
    );
    sll shift_left (
        .a(rs1),
        .b(rs2),
        .y(sll_result)
    );
    srl shift_right_logical (
        .a(rs1),
        .b(rs2),
        .y(srl_result)
    );
    sra shift_right_arithmetic (
        .a(rs1),
        .b(rs2),
        .y(sra_result)
    );
    SLT set_less_than (
        .A(rs1),
        .B(rs2),
        .result(slt_result)
    );
    SLTU set_less_than_unsigned (
        .A(rs1),
        .B(rs2),
        .result(sltu_result)
    );
    always @(*) begin
        case (ALUControl)
            4'b0010: rd = add_result;   
            4'b0110: rd = sub_result;   
            4'b0100: rd = sll_result;   
            4'b1000: rd = {63'b0, slt_result};   
            4'b1001: rd = {63'b0, sltu_result};  
            4'b0011: rd = xor_result;   
            4'b0101: rd = srl_result;   
            4'b0111: rd = sra_result;   
            4'b0001: rd = or_result;    
            4'b0000: rd = and_result;   
            default: rd = 64'b0;
        endcase
    end
endmodule
module cla (
    input  signed [63:0] A, B,
    input                Cin,
    output signed [63:0] Sum,
    output               Cout
);
    wire [63:0] P, G;   
    wire [64:0] C;      
    assign C[0] = Cin;
    genvar i;
    generate
        for (i = 0; i < 64; i = i + 1) begin : GP_GEN
            xor (P[i], A[i], B[i]); 
            and (G[i], A[i], B[i]);
        end
    endgenerate
    generate
        for (i = 0; i < 64; i = i + 1) begin : CARRY_GEN
            wire temp;
            and (temp, P[i], C[i]);
            or  (C[i+1], G[i], temp);
        end
    endgenerate
    generate
        for (i = 0; i < 64; i = i + 1) begin : SUM_GEN
            xor (Sum[i], P[i], C[i]);
        end
    endgenerate
    assign Cout = C[64]; 
endmodule
module AND (
    input signed [63:0] A,
    input signed [63:0] B,
    output signed [63:0] AND
);
genvar i;
generate
    for (i = 0; i < 64; i = i + 1) begin
        and gate(AND[i], A[i], B[i]);
    end
endgenerate
endmodule
module OR (
    input signed [63:0] A,
    input signed [63:0] B,
    output signed [63:0] OR
);
genvar i;
generate
    for (i = 0; i < 64; i = i + 1) begin
        or gate(OR[i], A[i], B[i]);
    end
endgenerate
endmodule
module XOR (
    input signed [63:0] A,
    input signed [63:0] B,
    output signed [63:0] XOR
);
genvar i;
generate
    for (i = 0; i < 64; i = i + 1) begin
        xor gate(XOR[i], A[i], B[i]);
    end
endgenerate
endmodule
module cla_subtractor (
    input  signed [63:0] A, B,
    output signed [63:0] Sub,
    output               Cout
);
    wire signed [63:0] B_complement;
    wire signed [63:0] TwoComp_B;
    wire signed [63:0] Sum;
    wire               CarryOut;
    genvar i;
    generate
        for (i = 0; i < 64; i = i + 1) begin : NOT_GEN
            not (B_complement[i], B[i]);
        end
    endgenerate
    cla adder_1 (
        .A(B_complement),
        .B(64'b0), 
        .Cin(1'b1), 
        .Sum(TwoComp_B),
        .Cout()  
    );
    cla adder_2 (
        .A(A),
        .B(TwoComp_B),
        .Cin(1'b0), 
        .Sum(Sum),
        .Cout(CarryOut)
    );
    assign Sub = Sum;
    assign Cout = CarryOut;
endmodule
module sll (
    input  wire [63:0] a,       
    input  wire [63:0] b,       
    output wire [63:0] y        
);
    wire [63:0] s0, s1, s2, s3, s4, s5;
    wire [5:0] shift_amount = b[5:0];
    assign s0 = shift_amount[0] ? {a[62:0], 1'b0} : a;
    assign s1 = shift_amount[1] ? {s0[61:0], 2'b00} : s0;
    assign s2 = shift_amount[2] ? {s1[59:0], 4'b0000} : s1;
    assign s3 = shift_amount[3] ? {s2[55:0], 8'b00000000} : s2;
    assign s4 = shift_amount[4] ? {s3[47:0], 16'b0000000000000000} : s3;
    assign s5 = shift_amount[5] ? {s4[31:0], 32'b00000000000000000000000000000000} : s4;
    assign y = s5;
endmodule
module SLT (
    input signed [63:0] A,
    input signed [63:0] B,
    output wire result
);
    wire signed [63:0] diff;
    wire Cout;
    cla_subtractor sub(
        .A(A),
        .B(B),
        .Sub(diff),
        .Cout()  
    );
    wire sign_diff, both_pos, both_neg;
    wire result_case1, result_case2, result_case3;
    xor g1(sign_diff, A[63], B[63]);
    and g2(both_pos, ~A[63], ~B[63]);
    and g3(both_neg, A[63], B[63]);
    and g4(result_case1, sign_diff, A[63]);
    and g5(result_case2, ~sign_diff, diff[63]);
    and g6(result_case3, both_neg, ~diff[63]);
    or g7(result, result_case1, result_case2, result_case3);
endmodule
module magnitude_comparator_gates (
  input A,
  input B,
  output C,  
  output D,  
  output E   
);
  wire A_not;
  wire B_not;
  wire A_and_B_not;
  wire A_not_and_B;
  not g1 (A_not, A);      
  not g2 (B_not, B);      
  and g3 (A_and_B_not, A, B_not);  
  and g4 (A_not_and_B, A_not, B);  
  xor g5 (D, A, B);  
  not g6 (D_not, D);  
  assign C = A_not_and_B;  
  assign E = A_and_B_not;  
  assign D = D_not;       
endmodule
module SLTU (
    input signed [63:0] A,
    input signed [63:0] B,
    output wire result
);
    integer i;
    reg found;
    reg result_reg;
    wire [63:0] C, D, E;  
    wire [63:0] A_unsigned = $unsigned(A);
    wire [63:0] B_unsigned = $unsigned(B);
    genvar j;
    generate
        for (j = 0; j < 64; j = j + 1) begin : comp_gen
            magnitude_comparator_gates comp (
                .A(A_unsigned[j]),
                .B(B_unsigned[j]),
                .C(C[j]),
                .D(D[j]),
                .E(E[j])
            );
        end
    endgenerate
    always @(*) begin
        found = 0;
        result_reg = 0;
        for (i = 63; i >= 0; i = i - 1) begin
            if (!found) begin
                if (C[i]) begin   
                    result_reg = 1;  
                    found = 1;  
                end else if (E[i]) begin   
                    result_reg = 0;  
                    found = 1;  
                end
            end
        end
    end
    assign result = result_reg;
endmodule
module sra (
    input  signed [63:0] a,       
    input  wire [63:0] b,         
    output signed [63:0] y        
);
    wire signed [63:0] s0, s1, s2, s3, s4, s5;
    wire [5:0] shift_amount = b[5:0];
    wire signed [63:0] sign_ext = {64{a[63]}};
    assign s0 = shift_amount[0] ? {sign_ext[63], a[63:1]} : a;
    assign s1 = shift_amount[1] ? {sign_ext[63:62], s0[63:2]} : s0;
    assign s2 = shift_amount[2] ? {sign_ext[63:60], s1[63:4]} : s1;
    assign s3 = shift_amount[3] ? {sign_ext[63:56], s2[63:8]} : s2;
    assign s4 = shift_amount[4] ? {sign_ext[63:48], s3[63:16]} : s3;
    assign s5 = shift_amount[5] ? {sign_ext[63:32], s4[63:32]} : s4;
    assign y = s5;
endmodule
module srl (
    input  signed [63:0] a,       
    input  wire [63:0] b,         
    output signed [63:0] y        
);
    wire signed [63:0] s0, s1, s2, s3, s4, s5;
    wire [5:0] shift_amount = b[5:0];
    assign s0 = shift_amount[0] ? {1'b0, a[63:1]} : a;
    assign s1 = shift_amount[1] ? {2'b00, s0[63:2]} : s0;
    assign s2 = shift_amount[2] ? {4'b0000, s1[63:4]} : s1;
    assign s3 = shift_amount[3] ? {8'b00000000, s2[63:8]} : s2;
    assign s4 = shift_amount[4] ? {16'b0000000000000000, s3[63:16]} : s3;
    assign s5 = shift_amount[5] ? {32'b00000000000000000000000000000000, s4[63:32]} : s4;
    assign y = s5;
endmodule
module ExecuteStage (
    input clk,                 
    input reset,               
    input [63:0] PC,           
    input [63:0] imm,          
    input [63:0] readData1,    
    input [63:0] readData2,    
    input [2:0] funct3,         
    input [6:0] funct7,          
    input [1:0] ALUOp,         
    input ALUSrc,              
    input Branch,              
    output wire [63:0] ALUResult,  
    output wire Zero,       
    output wire [63:0] ALUInput2,  
    input [3:0] ALUControl,    
    output wire [63:0] immShifted,
    output wire [63:0] PCPlusImmShifted,
    output wire BranchTaken
);
    wire [63:0] PCPlus4;
    assign ALUInput2 = ALUSrc ? imm : readData2;
    alu2 mainALU (
        .rs1(readData1),
        .rs2(ALUInput2),
        .ALUControl(ALUControl),
        .rd(ALUResult)
    );
    alu2 shiftALU (
        .rs1(imm),
        .rs2(64'd1),  
        .ALUControl(4'b0100),  
        .rd(immShifted)
    );
    alu2 addALU (
        .rs1(PC),
        .rs2(immShifted),
        .ALUControl(4'b0010),  
        .rd(PCPlusImmShifted)
    );
    assign Zero = (ALUResult == 64'b0);
    assign BranchTaken = Branch & Zero;
endmodule
module ALUControlUnit (
    input [2:0] funct3,
    input [6:0] funct7,
    input [1:0] ALUOp,
    output reg [3:0] ALUControl
);
    always @(*) begin
        case (ALUOp)
            2'b00: ALUControl = 4'b0010;  
            2'b01: ALUControl = 4'b0110;  
            2'b10: begin
                case ({funct7, funct3})
                    10'b0000000_000: ALUControl = 4'b0010;  
                    10'b0100000_000: ALUControl = 4'b0110;  
                    10'b0000000_111: ALUControl = 4'b0000;  
                    10'b0000000_110: ALUControl = 4'b0001;  
                    10'b0000000_100: ALUControl = 4'b0011;  
                    10'b0000000_001: ALUControl = 4'b0100;  
                    10'b0000000_101: ALUControl = 4'b0101;  
                    10'b0100000_101: ALUControl = 4'b0111;  
                    default: ALUControl = 4'b00;  
                endcase
            end
            default: ALUControl = 4'b0000;  
        endcase
    end
endmodule
module InstructionFetch(
    input clk,                 
    input reset,               
    input BranchTaken,               
    input [63:0] branchAddr,   
    output reg [63:0] PC,      
    output reg [31:0] instruction  
);
    reg [31:0] instruction_memory [0:15];
    initial begin
        $readmemh("instructions_test_1.hex", instruction_memory);  
    end
    wire signed [63:0] alu_result;
    wire add_cout;
    alu2 adder (
        .rs1(PC),
        .rs2(64'd4),
        .ALUControl(4'b0010),  
        .rd(alu_result)
    );
    always @(posedge clk or posedge reset) begin
        if (reset)
            PC <= 64'b0;  
        else begin
            if (BranchTaken)
                PC <= branchAddr;  
            else
                PC <= alu_result;  
        end
    end
    always @(*) begin
        instruction = instruction_memory[PC[6:2]];  
    end
endmodule
### /design/flow/constraint.sdc
current_design InstructionFetch

set clk_period 1.2
set clk_io_pct 0.2

create_clock -name clk0 -period $clk_period [get_ports {clk}]

set non_clock_inputs [all_inputs -no_clocks]
set_input_delay [expr $clk_period * $clk_io_pct] -clock clk0 $non_clock_inputs
set_output_delay [expr $clk_period * $clk_io_pct] -clock clk0 [all_outputs]
==> commit_impl_results.txt <==
Store results of the implementation flow

- Kind of path behind the tightest hold check: in -> async
- The checks that failed: negative setup slack.
- According to the dpl log, the detail-placed design has an HPWL of 5436 um.
- Across the routed clock network, the largest skew measured is roughly 0.012 ns.
- The final timing report gives a worst setup slack of -8.877 ns.
- GRT Overall Usage: 0.1426
* Leading registers by flop count: PC (64)
* Crit path DRT: ~1.4 ns
* Fillcell total: about 780
* Maximum number of pins on one net before global-route repair: 36
- The final timing report lists a max-slew violation count of 0.
* Synthesized netlist cell count: roughly 300
* Static power due to leakage: approximately 2.7 nW
- Pre-Repair DR Iteration Count: 4
- Horizontal die dimension: a little over 100 um
- Slowest stage cell on the critical path: sky130_fd_sc_hd__dfrtp_1
* Layout Area Growth over Synthesis: 51.00%
- In the final layout, flip-flops and latches occupy between 0.0015 and 0.002 mm2.
* Source of the critical timing path: PC[2]
- Maximum capacitance violations: 0
- Utilization of the core after routing: 0.6218
* Max FFs per register: around 64
- Yosys printed 0 warnings.
* Number of cells in Yosys stat: around 300
- The skew report gives the latency at the later pin of the worst-skew pair as 0.33 ns.
* Setup violation total in the final timing report: 86
- After detailed routing, the average wire length per cell comes to 13.20 um.
- Number of buffers on the longest clock path: 2
- Detailed-route wire length: 7169 um
- Average vias per placed instance: around 4.3
- In the final layout, the share of cells above drive strength 1 is 0.5683.
- The via count of the first global-routing pass was between 2000 and 2500.
- Area of combinational cells with multiple inputs: between 0.002 and 0.0025 mm2
* Placeable core region: 0.009729 mm2
* CP max FO: 2
* Antenna violations before repair: 0
* First-pass GRT wire length: 11140 um
- For the final routed database, the setup TNS stands at -269.67 ns.
- Most frequent cell on the critical path: sky130_fd_sc_hd__ha_4
- Hold buffers post-CTS: 0
- For reference, the clock transition at the flip-flops on the worst setup and hold paths is about 0.060 ns.
* Final critical path time including I/O delays and setup: around 10 ns
- The worst setup path is launched from a flip-flop.
- The register with the most flip-flops in the final layout is PC.
- The report lists the number of standard-cell rows as 36.
- STA puts the critical path data arrival time at 10.29 ns.
- Per the synthesis report, the number of distinct cell types is 12.
* Final count of hold timing violations: 0
- Clock tree sinks: approximately 64
- The critical path contains buffers and inverters numbering 0 combined.
* Overall power after layout: 0.005590 W
- TritonCTS built the clock tree.
- Critical path start-end classification: reg -> reg
- Total power per unit cell area: 924.0 mW/mm2
- Remaining number of nets flagged by the antenna check after routing: 0
* Initial standard-cell utilization of the core: 0.4118
* Cell chosen for the clock root: sky130_fd_sc_hd__clkbuf_8
- Clock buffers created by TritonCTS: 9
* Placer Congestion: 0.7282
- The flow ran to the end, but the final reports show violations.
- Count of input and output buffers: 130
- The chip area line in the Yosys stat output reads 0.004006 mm2.
* Mean instance size in the synthesized netlist: between 10 and 15 um2
- Top Family by Delay on Critical Path: adder cells
- The total overflow left after global routing is 0.
- The library cells used most frequently in the layout, excluding fill and tap cells, are 65 x sky130_fd_sc_hd__clkdlybuf4s50_1, 64 x sky130_fd_sc_hd__dfrtp_1, 59 x sky130_fd_sc_hd__ha_4, 46 x sky130_fd_sc_hd__buf_6, 38 x sky130_fd_sc_hd__mux2_4.
- The H-tree was split into 3 levels.
- Critical register-to-register path startpoint: PC[2]
* Maximum cell stage delay along the critical path: about 0.39 ns
* Die height: slightly above 100 um
- Period Utilization, post-route: 8.398
- Detailed-route iteration 0 reported a violation count of 23.
- Number of vias in the routed layout: 2311
* Number of logged tool warnings: 28
- Static timing analysis puts the maximum clock frequency at 0.09923 GHz.
* Post-synthesis cell area: ~0.004 mm2
- Full die area: around 0.010 mm2
- Worst setup timing slack at the placement stage: -8.932 ns
* DRC viols: 0
- 163 I/O pins were placed.
- Share of the yosys chip area belonging to registers: 0.3998
- The routed design ends up with an antenna cell count of 0.
- After synthesis the netlist holds a flip-flop and latch count of approximately 64.
- Top cell excl fill/tap: sky130_fd_sc_hd__clkdlybuf4s50_1
- Kind of capture point of the worst setup path: flip-flop
* Peak supply drop: 0.4541 mV
* Unrepaired setup endpoints after global routing: yes
-- metrics by stage --
| step | std cells | area [um2] | hold WS, ns |
|---|---|---|---|
| floorplan | 327 | 4867 | 0.3610 |
| global placement | 519 | 5848 | 0.4933 |
| detailed placement | 519 | 5848 | 0.4945 |
| CTS | 541 | 6020 | 0.3048 |
| global route | 543 | 6050 | 0.3223 |
| finish | 543 | 6050 | 0.3280 |
-- tightest hold or removal path: cells and delay by family --
kind | cells | cell delay [ns]
buffers and inverters | 3 | 0.77
-- repair_timing --
item	4_1_cts	5_1_grt
resized	183	49
endpoints found under the setup margin	123	112
buffers inserted	15	9
pin swaps	1	0
-- path summary, 6_finish.rpt --
| path | endpoint | slack (ns) | cells after the start |
|---|---|---|---|
| max | PC[62] | -8.88 | 61 |
| min | PC[35] | 0.33 | 3 |
| max reg2reg | PC[62] | -8.88 | 61 |
| min reg2reg | PC[1] | 0.51 | 1 |
| max in group asynchronous | PC[40] | 0.67 | 3 |
| min in group clk0 | PC[63] | 0.33 | 3 |
-- cell families after synthesis --
logic type,count (synthesis),synth area share
buffers and inverters,104,0.1974
DFF,64,0.3998
muxes,62,0.2080
adders and majority gates,60,0.1874
AOI/OAI and AO/OA,2,0.002499
and+or+nand+nor,2,0.001875
other,1,0.0009360
xor gates and xnor gates,1,0.002187
-- routing by layer --
metal	up-vias	wire, um	GRT usage
met4	0	106	0.02198
met3	9	407	0.02295
met5	-	0	0
met2	88	3603	0.2478
met1	1107	3052	0.1959
li1	1107	-	-
-- report_power, final --
part | internal (W) | switching, W | leakage (nW)
registers | 0.00239 | 0.000246 | 0.749
clock network | 0.000710 | 0.000761 | 0.0749
logic | 0.00112 | 0.000362 | 1.85
total | 0.00422 | 0.00137 | 2.67
-- final cells by class --
type | count | share of cell area
Clock inverter | 2 | 0.001655
Inverter | 1 | 0.001241
Tap cell | 133 | 0.02751
Clock buffer | 11 | 0.02172
Sequential cell | 64 | 0.2647
Timing Repair Buffer | 173 | 0.2722
Multi-Input combinational cell | 159 | 0.4110
-- synth_stat cells --
| cell type | n | share of area |
|---|---|---|
| sky130_fd_sc_hd__nand2_1 | 2 | 0.0019 |
| sky130_fd_sc_hd__buf_6 | 5 | 0.014 |
| sky130_fd_sc_hd__buf_4 | 96 | 0.18 |
| sky130_fd_sc_hd__dfrtp_1 | 64 | 0.40 |
| sky130_fd_sc_hd__mux2_4 | 36 | 0.13 |
| sky130_fd_sc_hd__buf_2 | 2 | 0.0025 |
| sky130_fd_sc_hd__ha_1 | 60 | 0.19 |
| sky130_fd_sc_hd__o21ai_0 | 2 | 0.0025 |
| sky130_fd_sc_hd__xnor2_1 | 1 | 0.0022 |
| sky130_fd_sc_hd__mux2_2 | 26 | 0.073 |
| sky130_fd_sc_hd__conb_1 | 1 | 0.00094 |
| sky130_fd_sc_hd__inv_1 | 1 | 0.00094 |
No activity file was given, so power comes from the tool's default toggle rates.
